### flow/design.v
module counter_cycle(
    input wire clk,              
    input wire [31:0] cycles,       
    output reg carry_out         
);
 reg [31:0] count;            
 always @(posedge clk)
	begin
		if (count < cycles)
			begin
				count <= count + 32'b1;
				carry_out <= 1'b0;
		end else begin
			count <= 32'b0;       
			carry_out <= 1'b1;   
		end
	end
endmodule
module counter_quarter(
    start_count,
    end_count,
    enable,
    clk,
    resetb,
    en_counter_check,         
    enable_check,             
    prev_enable_check,        
    counter_check             
);
input wire start_count;
input wire enable;
input wire clk;
input wire resetb;
output wire end_count;
reg [6:0] counter;   
reg [6:0] prev_counter;  
reg en_counter;
reg prev_enable;   
reg prev_start_count;  
wire end_count_internal;
parameter TIME_TO_COUNT = 7'd100;
assign end_count_internal = (counter >= TIME_TO_COUNT);
output wire en_counter_check;
output wire enable_check;
output wire prev_enable_check;
output wire [6:0] counter_check;
assign en_counter_check = en_counter;
assign enable_check = enable;
assign prev_enable_check = prev_enable;
assign counter_check = counter;
always @(posedge clk or negedge resetb)
    begin
        if (~resetb)
            begin
                en_counter <= 1'b0;
            end
        else
            begin
                if (start_count && ~prev_start_count)
                    begin
                        en_counter <= 1'b1;
                    end
                else if (end_count_internal)
                    begin
                        en_counter <= 1'b0;
                    end
                else
                    begin
                        en_counter <= en_counter;
                    end
            end
    end
always @(posedge clk or negedge resetb)
    begin
        if (~resetb)
            begin
                counter <= 7'd0;
            end
        else 
            begin
                if (en_counter && enable)   
                    begin
                        if (counter < TIME_TO_COUNT)
                            begin
                                counter <= counter + 7'd1;
                            end
                    end
                else if (end_count_internal && enable)   
                    begin
                        counter <= 7'd0;
                    end
            end
    end
always @(posedge clk or negedge resetb)
    begin
        if (~resetb)
            begin
					prev_counter <= 7'd0;
					prev_start_count <= 1'b0;
					prev_enable <= 1'b0;
            end
        else
            begin
					prev_start_count <= start_count;
					prev_enable <= enable;
					prev_counter <= counter;
            end
    end
 assign end_count = end_count_internal;
endmodule  
module freq_divider(
	input wire [2:0] speed_in,    	 
	output reg [31:0] cycles     	 
);
always @(*)
	begin
		case (speed_in)
			3'b000: cycles = 0;
			3'b001: cycles = 750000;    
			3'b010: cycles = 375000;    
			3'b011: cycles = 250000;    
			3'b100: cycles = 187500;   
			3'b101: cycles = 150000;   
			3'b110: cycles = 125000;   
			default: cycles = 750000;        
		endcase
	end
endmodule
module freq_sm(
    input en,            
    input clk,
    input step_size,     
    input dir,           
    input on_switch,
    input quarter,       
    input resetb,
    output reg [3:0] motor,
	 output wire en_counter_check,  	 
	 output wire enable_check,			 
	 output wire prev_enable_check,	 
	 output wire [6:0] counter_check,			 
	 output wire count_ended_check 	 
);
parameter first = 4'b0001,
    second = 4'b0011,
    third = 4'b0010,
    fourth = 4'b0110,
    fifth = 4'b0100,
    sixth = 4'b1100,
    seventh = 4'b1000,
    eighth = 4'b1001;
reg [3:0] cs, ns;
reg prev_en;   
reg restep;    
wire count_ended;   
reg quarter_clicked;
reg quarter_on;
counter_quarter counter_quarter_inst
(
    .start_count(quarter_clicked),   
    .end_count(count_ended),         
    .enable(en),                     
    .clk(clk),                       
    .resetb(resetb),                 
	 .en_counter_check(en_counter_check),		 
	.enable_check(enable_check) ,				 
	.prev_enable_check(prev_enable_check), 	 
	.counter_check(counter_check) 	 
);
always @(posedge clk or negedge resetb)
    begin
        if (~resetb)
            begin
                quarter_on <= 1'b0;
            end
        else if (count_ended)    
            begin
                quarter_on <= 1'b0;
            end
        else if (quarter_clicked)
            begin
                quarter_on <= 1'b1;
            end
        else
            begin
                quarter_on <= 1'b0;
            end
    end
always @(posedge clk or negedge resetb)
    begin
        if (~resetb)
            begin
                quarter_clicked <= 1'b0;
            end
        else if (count_ended)
            begin
                quarter_clicked <= 1'b0;
            end
        else if (~quarter)
            begin
                quarter_clicked <= 1'b1;
            end
        else
            begin
                quarter_clicked <= quarter_clicked;
            end
    end
assign motor_on = on_switch || quarter_on;
assign count_ended_check = count_ended;
always @(posedge clk or negedge resetb)
	begin
		if (~resetb)
			begin
				 prev_en <= 1'b0;
			end
		else
			prev_en <= en;  
	end
always @(posedge clk or negedge resetb)
    begin
        if (~resetb)
            begin
                cs <= 4'b0000;
                restep <= 1'b0;
            end
        else if (motor_on == 1'b1)   
            begin
                if (step_size == 1'b0)  
                    begin
                        if (en && !prev_en)  
                            cs <= ns;
                    end
                else if (step_size == 1'b1)  
                    begin
                        if (restep == 1'b0)  
                            begin
                                if (en && !prev_en)  
                                    begin
													 cs <= cs;
													 restep <= 1'b1;
                                    end
                            end
                        else  
                            begin
                                if (en && !prev_en)  
                                    begin
                                        cs <= ns;
                                        restep <= 1'b0;
                                    end
                            end
                    end
            end     
        else   
            begin
					cs <= cs;  
            end
    end
always @(cs or dir or step_size or restep)
    begin
        if (dir == 1'b1)   
            begin
                if (step_size == 1'b0)  
                    begin
                        case(cs)
                            first:    ns = second;
                            second:   ns = third;
                            third:    ns = fourth;
                            fourth:   ns = fifth;
                            fifth:    ns = sixth;
                            sixth:    ns = seventh;
                            seventh:  ns = eighth;
                            eighth:   ns = first;
                            default:  ns = first; 
                        endcase  
                    end 
                else  
                    begin
                        case(cs)
                            first:    ns = third;
                            third:    ns = fifth;
                            fifth:    ns = seventh;
                            seventh:  ns = first;
                            default:  ns = first; 
                        endcase  
                    end  
            end   
        else  
            begin
                if (step_size == 1'b0)  
                    begin
                        case(cs)
                            first:    ns = eighth;
                            eighth:   ns = seventh;
                            seventh:  ns = sixth;
                            sixth:    ns = fifth;
                            fifth:    ns = fourth;
                            fourth:   ns = third;
                            third:    ns = second;
                            second:   ns = first;
                            default:  ns = first; 
                        endcase  
                    end 
                else  
                    begin
                        case(cs)
                            first:    ns = seventh;
                            seventh:  ns = fifth;
                            fifth:    ns = third;
                            third:    ns = first;
                            default:  ns = first; 
                        endcase  
                    end  
            end   
    end  
always @(cs)
    begin
        motor = cs;
    end
endmodule
module lab2(
    input speed_sel,
	 input resetb,
	 input clk,
	 input step_size,
	 input direction,
	 input on,
	 input quarter,
	 output [6:0] sev_seg_o, sev_seg_t,
	 output [3:0] pulses_out,
	 output wire en_counter_check,	 
	 output wire enable_check,			 
	 output wire prev_enable_check,	 
	 output wire [6:0] counter_check,			 
	 output wire count_ended_check
);
wire [2:0] curr_speed;
wire [31:0] cycles;   
wire freq_sm_enable;
speed_sm speed_sm_inst
(
	.speed_sel(speed_sel) ,	 
	.resetb(resetb) ,	 
	.curr_speed(curr_speed) 	 
);
speed_decoder speed_decoder_inst
(
	.digit(curr_speed) ,	 
	.tens(sev_seg_t) ,	 
	.units(sev_seg_o) 	 
);
freq_divider freq_divider_inst
(
	.speed_in(curr_speed) ,	 
	.cycles(cycles) 	 
);
counter_cycle counter_cycle_inst
(
	.clk(clk) ,	 
	.cycles(cycles) ,	 
	.carry_out(freq_sm_enable) 	 
);
freq_sm freq_sm_inst
(
	.en(freq_sm_enable),	 
	.clk(clk),	 
	.step_size(step_size) ,	 
	.dir(direction),	 
	.on_switch(on),	 
	.quarter(quarter),	 
	.resetb(resetb),	 
	.motor(pulses_out), 	 
	.en_counter_check(en_counter_check),	 
	.enable_check(enable_check),				 
	.prev_enable_check(prev_enable_check),	 
	.counter_check(counter_check), 			 
	.count_ended_check(count_ended_check) 	 
);
endmodule
module speed_decoder (
    input [2:0] digit,     
    output reg [6:0] tens, units   
);
    always @(*) begin
        units = 7'b1000000;   
        case (digit)
            3'd1: tens = 7'b1111001;  
            3'd2: tens = 7'b0100100;  
            3'd3: tens = 7'b0110000;  
            3'd4: tens = 7'b0011001;  
            3'd5: tens = 7'b0010010;  
            3'd6: tens = 7'b0000010;  
            default: tens = 7'b1111111;  
        endcase
    end
endmodule
module speed_sm(
    input speed_sel,
    input resetb,
    output reg [2:0] curr_speed
);
    parameter state10 = 3'b001,
              state20 = 3'b010,
              state30 = 3'b011,
              state40 = 3'b100,
              state50 = 3'b101,
              state60 = 3'b110;
    reg [2:0] cs, ns;
    reg back_or_forth;  
    always @(negedge speed_sel or negedge resetb) begin
        if (~resetb) begin
            cs <= state10;
            back_or_forth <= 1'b0;
        end else begin
            cs <= ns;
            if (cs == state50 && back_or_forth == 1'b0) begin
                back_or_forth <= 1'b1;
            end else if (cs == state20 && back_or_forth == 1'b1) begin
                back_or_forth <= 1'b0;
            end
        end
    end
    always @(*) begin
        ns = cs;  
        case(cs)
            state10: ns = state20;
            state20: ns = (back_or_forth == 1'b0) ? state30 : state10;
            state30: ns = (back_or_forth == 1'b0) ? state40 : state20;
            state40: ns = (back_or_forth == 1'b0) ? state50 : state30;
            state50: ns = (back_or_forth == 1'b0) ? state60 : state40;
            state60: ns = state50;
            default: ns = state10;
        endcase
    end
    always @(cs) begin
        curr_speed <= cs;
    end
endmodule
### flow/run.sh
#!/bin/bash
# OpenROAD 26Q1-2900-gdf79404cd8, Yosys 0.63+post, stock flow scripts
make -C /OpenROAD-flow-scripts/flow DESIGN_CONFIG=/design/flow/config.mk WORK_HOME=/design/flow/orfs finish
### flow/config.mk
export PLATFORM = sky130hd
export DESIGN_NAME = lab2
export DESIGN_NICKNAME = lab2
export VERILOG_FILES = /design/flow/design.v
export SDC_FILE = /design/flow/constraint.sdc
export NUM_CORES = 4
export LEC_CHECK = 1
export CORE_UTILIZATION = 30
### flow/constraint.sdc
current_design lab2

set clk_period 6.1
set clk_io_pct 0.2

create_clock -name clk0 -period $clk_period [get_ports {clk}]
create_clock -name clk1 -period $clk_period [get_ports {speed_sel}]

set non_clock_inputs [all_inputs -no_clocks]
set_input_delay [expr $clk_period * $clk_io_pct] -clock clk0 $non_clock_inputs
set_output_delay [expr $clk_period * $clk_io_pct] -clock clk0 [all_outputs]
==> qor.txt <==
Status = finished, final reports clean
IO buf count = 27
Chip Height = 104.6 um
Share of post-route cells with drive strength above 1 = 15.22%
Leak = 1.440 nW
Seq cells post-synth = 57
Initial antenna violation count = 0
Design area = 3780 um^2
Clock network power share = 31.6%
Skew final = 0.04173 ns
Cts hold-fix bufs = 0
Vias = 2,481
Register share of total power = 49.4%
Routed Antenna Nets = 0
Post-synth ARST share = 42.11%
1st-iter DRT viols = 194
ANT cells = 0
Number of distinct library cells after synthesis = 59
Fin util = 36.78%
Sink Count = 57
Critical setup path kind = flip-flop to output port
Relative max-transition margin = 53.70%
Crit start category = flip-flop
Final worst slack = 0.04951 ns
Slowest stage delay, CP = 0.41 ns
OpenROAD warnings = 30
PwrDens = 250.0 nW/um^2
Int Power = 0.6857 mW
Gr ovfl total = 0
Final Max Tran Viols = 0
Worst R2R Setup Slack = 0.39 ns
RSZ-0062 raised after global routing = true
Main synth FF type = dfxtp_1
HP Start = freq_sm_inst.quarter_clicked
Vias per cell = 4.923
Comb power frac = 19.0%
FP Core Util = 30.72%
Min-Delay Endpoint = freq_sm_inst.counter_quarter_inst.prev_start_count
CTS tree = built
Switch Pwr = 0.2591 mW
Vias in the first global route = 2,319
Synth Warn # = 7
# Cells Yosys = 329
Post-Synthesis Cells = 329
Final hold vios = 0
Die Area = 10,940 um^2
Critical path arrival = 4.83 ns
Maxcap violations = 0
Placement Cell Area = 3565 um^2
Pre-CTS setup slack = 0.2451 ns
Yosys synthesis chip area = 3157 um^2
Post-synth EDFFs = 0
Sequential fraction of the synthesis area = 39.99%
Setup TNS = 0 ns
Sw Ratio = 27.43%
Pre-antenna DRT Iters = 4
Wirelength, routed = 6.319 mm
Largest net degree at the start of global routing = 23
Final setup fails = 0
Synthesized area per cell = 9.595 um^2
Required time of the critical path = 4.88 ns
Crit Reg-Reg Endpoint = counter_cycle_inst.count[20]
Maximum VDD drop = 0.1187 mV
Core area = 10,280 um^2
Routability cong. = 0.8410
Crit-path cells = or3_4 > or3_1 > clkdlybuf4s50_1
Hold path depth = 0
FP Rows = 37
Wire per inst = 12.54 um
I/O pin cnt = 36
Chip width = 104.6 um
Number of remaining DRC errors = 0
Detailed Place HPWL = 4.350 mm
Worst hold path class = flip-flop to flip-flop
First-pass GRT wire length = 10.99 mm
Tot GR Track Use = 12.19%
Worst Reg-to-Reg Cells = 9
Netlist Area Pre-Place = 3157 um^2
Clk slew on worst S/H paths = 0.09 ns
Crit path max fanout = 5
Fillers = 1,014
Worst reg2reg path startpoint = speed_sm_inst.cs[1]
Final hold slack = 0.3819 ns
Worst slew pin tran = 0.6945 ns
Slowest CP cell = or3_4
CP Capture Type = output port
Crit path launch = speed_sm_inst.cs[5]
Area delta synth->final = 19.74%
[power groups by stage]
stage | logic [mW] | registers [mW] | clock network, mW
after CTS | 0.182 | 0.466 | 0.312
final | 0.179 | 0.467 | 0.299
after global routing | 0.207 | 0.477 | 0.329
[worst max path at each step]
stage         endpoint
4_1_cts   sev_seg_t[4]
5_1_grt   sev_seg_t[4]
6_report  sev_seg_t[4]
[stage by stage]
stage | total power [mW] | std cells
after floorplan | 0.5775 | 345
after global placement | 0.6512 | 488
after detailed placement | 0.6572 | 488
after CTS | 0.9605 | 503
after global routing | 1.013 | 504
final | 0.9448 | 504
[routing by layer]
layer  GRT usage, %  up-vias  part of all wire (%)
met2          19.02       40                    46
li1               -     1249                     -
met5              0        -                     0
met1          18.30     1188                    49
met3          2.668        4                   4.1
met4          1.207        0                  0.57
[worst max-delay path: cells and delay by family (launching register included)]
| family | cells | cell delay [ns] |
|---|---|---|
| and+or+nand+nor | 2 | 0.72 |
| buffers and inverters | 1 | 0.41 |
| DFF | 1 | 0.39 |
[final cells by class]
class	count	area, um^2	area share (%)
clock buffers	8	110.1	2.913
clock inverters	5	52.55	1.390
flip-flops and latches	57	1262	33.40
inverters	12	45.04	1.192
well taps	136	170.2	4.502
repair buffers	38	352.8	9.335
multi-input cells	248	1787	47.27
[cells in the mapped netlist, drive strengths merged (2+ instances only)]
cell | instances | area, um^2
nor2b | 3 | 18.77
or4 | 2 | 18.77
clkbuf | 11 | 41.29
nor2 | 18 | 67.56
and2 | 2 | 12.51
dfrtp | 17 | 425.4
o32ai | 2 | 17.52
xnor2 | 13 | 113.9
o311ai | 2 | 25.03
inv | 13 | 48.79
and3 | 3 | 18.77
dfxtp | 33 | 660.6
nor3 | 12 | 60.06
o21ai | 16 | 80.07
xor2 | 7 | 61.31
conb | 2 | 7.510
nand3 | 11 | 55.05
ha | 19 | 237.7
a22o | 4 | 35.03
a211oi | 23 | 272.8
a21oi | 15 | 75.07
buf | 16 | 108.9
or3 | 2 | 12.51
nand4 | 12 | 75.07
nand2 | 25 | 93.84
nor4 | 7 | 50.05
dfrtn | 6 | 150.1
mux2i | 3 | 30.03
or2 | 2 | 12.52
o221ai | 2 | 17.52
o31ai | 2 | 15.01
a21o | 3 | 22.52
nand2b | 5 | 31.28
[logic make-up after synthesis]
family | Yosys count | share of synthesized area [%]
AOI/OAI and AO/OA | 79 | 21.36
xor gates and xnor gates | 20 | 5.549
adders and majority gates | 19 | 7.531
buffers and inverters | 40 | 6.302
DFF | 57 | 39.99
muxes | 4 | 1.308
other | 2 | 0.2379
and+or+nand+nor | 108 | 17.72
[placed cells by master (no fill, tap or decap), types with 3 or more instances in the layout]
cell              n
nor2b_1           3
nand2b_1          5
a211oi_1          3
clkbuf_8          8
nor4_1            4
nand4_1          12
o21ai_1           5
nor3_1           11
xor2_1            7
and3_1            3
xnor2_1          13
mux2i_1           3
a22o_1            4
a211oi_2         20
dfrtn_1           6
nand3_1          11
nor2_1           18
dfrtp_1          17
conb_1           18
ha_1             19
inv_1            12
dfxtp_1          33
a21o_1            3
a21oi_1          15
o21ai_0          11
buf_4            11
nand2_1          25
clkdlybuf4s50_1  27
[registers in the layout (all words and copies together), names as in the netlist]
name                                                count
counter_cycle_inst.count                               32
freq_sm_inst.counter_quarter_inst.counter               7
speed_sm_inst.cs                                        6
freq_sm_inst.cs                                         4
counter_cycle_inst.carry_out                            1
freq_sm_inst.counter_quarter_inst.en_counter            1
freq_sm_inst.counter_quarter_inst.prev_enable           1
freq_sm_inst.counter_quarter_inst.prev_start_count      1
freq_sm_inst.quarter_clicked                            1
freq_sm_inst.quarter_on                                 1
freq_sm_inst.restep                                     1
speed_sm_inst.back_or_forth                             1
[timing repair]
action	CTS	global route
gates cloned	0	0
buffers inserted	3	1
gates resized	1	3
setup endpoints to repair	5	6
Power and IR drop assume default switching activity.
